==> design/flow/design.v <==
module score(clk,rst,hit,end_flag,Out1,Out2);
input clk,rst,hit, end_flag; 
reg [3:0] high, low;
output [6:0] Out1,Out2;
reg [6:0] Out1,Out2;
wire clk_edit;
clk_div frequency_divider(.clk(clk), .rst(rst),.div_clk(clk_edit));
always@(negedge rst or posedge hit )
begin
	if(!rst)
	begin
		high<=4'd0;
		low<=4'd0;
	end
	else
	begin
		if(low == 4'd9)
		begin
			high<=high+4'd1;
			low<=4'd0;
		end
		else
		begin
			low<=low+4'd1;
		end
	end
end
always@(high or low or end_flag or clk_edit)
begin
	if(end_flag == 1)
	begin
		if(clk_edit == 1)
		begin
			case(low)
				4'b0000:Out2=7'b1000000;
				4'b0001:Out2=7'b1111001;
				4'b0010:Out2=7'b0100100;
				4'b0011:Out2=7'b0110000;
				4'b0100:Out2=7'b0011001;
				4'b0101:Out2=7'b0010010;
				4'b0110:Out2=7'b0000010;
				4'b0111:Out2=7'b1111000;
				4'b1000:Out2=7'b0000000;
				4'b1001:Out2=7'b0010000;
				4'b1010:Out2=7'b0001000;
				4'b1011:Out2=7'b0000011;
				4'b1100:Out2=7'b1000110;
				4'b1101:Out2=7'b0100001;
				4'b1110:Out2=7'b0000110;
				4'b1111:Out2=7'b0001110;
			endcase
			case(high)
				4'b0000:Out1=7'b1000000;
				4'b0001:Out1=7'b1111001;
				4'b0010:Out1=7'b0100100;
				4'b0011:Out1=7'b0110000;
				4'b0100:Out1=7'b0011001;
				4'b0101:Out1=7'b0010010;
				4'b0110:Out1=7'b0000010;
				4'b0111:Out1=7'b1111000;
				4'b1000:Out1=7'b0000000;
				4'b1001:Out1=7'b0010000;
				4'b1010:Out1=7'b0001000;
				4'b1011:Out1=7'b0000011;
				4'b1100:Out1=7'b1000110;
				4'b1101:Out1=7'b0100001;
				4'b1110:Out1=7'b0000110;
				4'b1111:Out1=7'b0001110;
			endcase
		end
		else
		begin
			Out2=7'b1111111;
			Out1=7'b1111111;
		end
	end
	else
	begin
		case(low)
			4'b0000:Out2=7'b1000000;
			4'b0001:Out2=7'b1111001;
			4'b0010:Out2=7'b0100100;
			4'b0011:Out2=7'b0110000;
			4'b0100:Out2=7'b0011001;
			4'b0101:Out2=7'b0010010;
			4'b0110:Out2=7'b0000010;
			4'b0111:Out2=7'b1111000;
			4'b1000:Out2=7'b0000000;
			4'b1001:Out2=7'b0010000;
			4'b1010:Out2=7'b0001000;
			4'b1011:Out2=7'b0000011;
			4'b1100:Out2=7'b1000110;
			4'b1101:Out2=7'b0100001;
			4'b1110:Out2=7'b0000110;
			4'b1111:Out2=7'b0001110;
		endcase
		case(high)
			4'b0000:Out1=7'b1000000;
			4'b0001:Out1=7'b1111001;
			4'b0010:Out1=7'b0100100;
			4'b0011:Out1=7'b0110000;
			4'b0100:Out1=7'b0011001;
			4'b0101:Out1=7'b0010010;
			4'b0110:Out1=7'b0000010;
			4'b0111:Out1=7'b1111000;
			4'b1000:Out1=7'b0000000;
			4'b1001:Out1=7'b0010000;
			4'b1010:Out1=7'b0001000;
			4'b1011:Out1=7'b0000011;
			4'b1100:Out1=7'b1000110;
			4'b1101:Out1=7'b0100001;
			4'b1110:Out1=7'b0000110;
			4'b1111:Out1=7'b0001110;
		endcase
	end
end
endmodule
module clk_div(clk, rst,div_clk);
input clk,rst;
output div_clk;
reg div_clk;
reg [31:0]count;
always@(posedge clk)
begin
	if(!rst)
	begin
		count<=32'd0;
		div_clk<=1'b0;
	end
	else
	begin
		if(count == 32'd25000000)
		begin
			count<=32'd0;
			div_clk<=~div_clk;
		end
		else
		begin
			count<=count+32'd1;
		end
	end
end
endmodule
==> design/flow/run.sh <==
#!/bin/bash
# OpenROAD 26Q1-2900-gdf79404cd8, Yosys 0.63+post, stock flow scripts
make -C /OpenROAD-flow-scripts/flow DESIGN_CONFIG=/design/flow/config.mk WORK_HOME=/design/flow/orfs finish
==> design/flow/config.mk <==
export PLATFORM = sky130hd
export DESIGN_NAME = score
export DESIGN_NICKNAME = score
export VERILOG_FILES = /design/flow/design.v
export SDC_FILE = /design/flow/constraint.sdc
export NUM_CORES = 4
export LEC_CHECK = 1
export CORE_UTILIZATION = 30
==> design/flow/constraint.sdc <==
current_design score

set clk_period 4.6
set clk_io_pct 0.2

create_clock -name clk0 -period $clk_period [get_ports {clk}]
create_clock -name clk1 -period $clk_period [get_ports {hit}]

set non_clock_inputs [all_inputs -no_clocks]
set_input_delay [expr $clk_period * $clk_io_pct] -clock clk0 $non_clock_inputs
set_output_delay [expr $clk_period * $clk_io_pct] -clock clk0 [all_outputs]
==> results.txt <==
run metrics: number of vias per cell 5.28, IO Port Bufs 16, Core Region 0.00822 mm², yosys stat area 0.00255 mm², largest net degree at the start of global routing 30, Worst-path clk slew 0.06 ns, drt pass-1 iters 4, GRT overflow 0, commonest cells after routing, fill and taps aside dfxtp_1, nor2_1, nand2_1, nand3_1, Top-area cell share 25.9%, TritonCTS clock tree built, I/O Pins 18, Max-cap violations 0, die height 94.3 µm, postcts setup bufs 0, initial antenna violation count 0, Commonest Layout Cell dfxtp_1, Arr. time, crit path 2.40 ns, fin. max-slew vios 0, Main area contributors dfxtp_1, dfrtp_1, ha_1, Finished Layout Cells 416, Worst Path Required 3.68 ns, via count 2195, Placer Congestion 0.803, clock share of power 42.6%, yosys stat cell total 300, Int Pwr 0.538 mW, Mapped Cells 300, P_sw 0.142 mW, Finish-stage setup viols 0, number of enable flip-flop cells 0, WL final 5220 µm, Mapped Area 0.00255 mm², std cell rows 33, WL/cell 12.5 µm, antenna viol nets, final 0, Comb pwr share 4.3%, leakage power 0.967 nW, RSZ-0062 raised after global routing false, first-pass GRT wire length 8680 µm, switching part of the total 20.9%, chip area 0.00888 mm², Fin Clk Skew 0.00454 ns, FILL cells 850, relative slew slack 60.1%, Logic area 0.00156 mm², ANT cells 0, Yosys cell types 49, Synth flops 41, P per Cell Area 236 mW/mm², cts hold-fix bufs 0, CTS resizes 0, Log Warnings 39, Starting Density 31.1%, Setup CP Type primary input to output pin, layout cell share with drive strength beyond 1 5.47%, Setup TNS 0 ns, DR iter-0 viols 151, # DRC 0, Synth warnings 2, status complete, no violations, worst hold path type flip-flop to flip-flop, element type at the critical path end output pin, top cell type by total area after synthesis dfxtp_1, Avg Cell Area, Syn 8.51 µm², asr flop ratio synth 19.5%, clk sinks 41, Die W 94.3 µm, worst vdd ir 0.0968 mV, Synth Flop Type dfxtp_1, Worst setup SP type primary input, pin slew with the least headroom to its limit 0.596 ns, Layout area overhead 12.8%, Crit Path Max Fanout 14, Final Hold Fails 0, Placed Cells 405, vias in the first global route 1849, sequential share of the synthesized area 33.7%, Total GRT Usage 12.3%, Storage cell area 861 µm², Sequential Power Share 53.2%, post-DP HPWL 3640 µm
-- power groups by stage --
stage	clock network (mW)	registers [mW]	logic (mW)
4_1_cts	0.299	0.362	0.0301
5_1_grt	0.316	0.362	0.0337
6_report	0.290	0.362	0.0293
-- path summary, 6_finish.rpt --
check	startpoint	cells after the start	slack, ns	endpoint
worst max-delay path	end_flag	5	1.28	Out2[6]
worst min-delay path	frequency_divider.count[0]	1	0.49	frequency_divider.count[0]
worst max register to register	frequency_divider.count[4]	4	2.36	frequency_divider.count[29]
worst min register to register	frequency_divider.count[0]	1	0.49	frequency_divider.count[0]
max in group clk1	low[1]	5	2.95	high[3]
max in group asynchronous	rst	1	3.13	low[2]
min in group clk1	low[0]	1	0.58	low[0]
min in group asynchronous	rst	1	1.08	high[3]
-- sequential cells by signal (all words and copies together) (netlist names) --
name / cells
frequency_divider.div_clk: 1
low: 4
high: 4
frequency_divider.count: 32
-- routing by layer --
metal	track usage (%)	vias to the layer above	part of all wire, %
met4	1.54	0	1.1
met2	18.0	36	43
met5	0	-	0
li1	-	1124	-
met3	2.30	7	3.4
met1	19.5	1028	52
-- synthesized netlist by cell type (4+ instances only) --
cell type,count
dfxtp_1,33
nand2_1,24
nor2_1,24
nand3_1,18
a21oi_1,16
ha_1,16
o21ai_0,14
inv_1,11
nand4_1,11
o211ai_1,10
xnor2_1,10
or3_1,9
dfrtp_1,8
xor2_1,8
and4_1,7
o31ai_1,7
clkbuf_1,6
nand2b_1,6
or4_1,6
buf_2,5
and3_1,4
nor4_1,4
-- logic make-up (layout without fill, tap and decap cells) --
kind of cell	Yosys count	after routing	share of synthesized area, %
adder cells (fa/ha/maj)	16	16	7.84
multiplexers	4	4	1.62
XOR/XNOR	18	18	6.17
AND-OR/OR-AND	64	64	16.3
buffers and inverters	28	39	5.39
AND/OR/NAND/NOR	129	129	29.0
flip-flops	41	41	33.7
-- through the flow --
step / util (%) / power (mW) / hold WS, ns / worst slack, ns / instance area, µm²
finish: 35.1 / 0.681 / 0.490 / 1.28 / 2880
global placement: 33.6 / 0.399 / 0.470 / 1.28 / 2760
global route: 35.1 / 0.712 / 0.507 / 1.13 / 2880
detailed placement: 33.6 / 0.399 / 0.477 / 1.26 / 2760
CTS: 35.1 / 0.691 / 0.492 / 1.27 / 2880
floorplan: - / 0.383 / 0.449 / 2.27 / 2550
-- layout make-up --
class / count / area share, %
flip-flops and latches: 41 / 29.9
well taps: 105 / 4.56
repair buffers: 17 / 5.82
inverters: 11 / 1.43
multi-input cells: 231 / 54.1
clock buffers: 11 / 4.21
-- worst max-delay path, stage by stage --
cell,delay [ns]
clkdlybuf4s50_1,0.45
nand2b_1,0.26
a21boi_0,0.22
o21ai_0,0.08
clkdlybuf4s50_1,0.48
No activity file was given, so power comes from the tool's default toggle rates.
