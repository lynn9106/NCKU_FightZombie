**design.v**
```verilog
module vga(clock, reset, state, red, green, blue, hs, vs);
input clock, reset;
input [1:0] state;
output [3:0] red;
output [3:0] green;
output [3:0] blue;
output hs, vs;
reg [3:0] red, green, blue;
reg [3:0] r_counter, g_counter, b_counter;
reg [11:0] h_cnt; 
reg [11:0] v_cnt; 
reg clk_25M;
wire active_flag;
parameter running = 0, hit = 1, fail = 2, ending = 3;
parameter H_SYNC_PULSE = 96, H_LINE_PERIOD = 800, 
			H_BACK_PORCH = 48, H_ACTIVE_TIME = 640, H_FRONT_PORCH = 16;
parameter V_SYNC_PULSE = 2, V_FRAME_PERIOD = 525, 
			V_BACK_PORCH = 33, V_ACTIVE_TIME = 480, V_FRONT_PORCH = 10;
parameter COLOR_BAR_WIDTH = H_ACTIVE_TIME/8  ; 
always @(posedge clock)
begin
    clk_25M <= ~clk_25M;     
end
always @(posedge clk_25M)
begin
    if(h_cnt == H_LINE_PERIOD - 1'b1)
        h_cnt <= 12'd0   ;
    else
        h_cnt <= h_cnt + 1'b1  ;                
end                
assign hs = (h_cnt < H_SYNC_PULSE) ? 1'b0 : 1'b1; 
always @(posedge clk_25M)
begin
    if(v_cnt == V_FRAME_PERIOD - 1'b1)
        v_cnt <=  12'd0   ;
    else if(h_cnt == H_LINE_PERIOD - 1'b1)
        v_cnt <=  v_cnt + 1'b1  ;
    else
        v_cnt <=  v_cnt ;                        
end                
assign vs = (v_cnt < V_SYNC_PULSE) ? 1'b0 : 1'b1; 
assign active_flag = (h_cnt >= (H_SYNC_PULSE + H_BACK_PORCH)) && 
							(h_cnt <= (H_SYNC_PULSE + H_BACK_PORCH + H_ACTIVE_TIME)) && 
                     (v_cnt >= (V_SYNC_PULSE + V_BACK_PORCH)) &&
							(v_cnt <= (V_SYNC_PULSE + V_BACK_PORCH + V_ACTIVE_TIME));
always @(posedge clk_25M)
begin
	if(active_flag)     
	begin
		if(h_cnt < (H_SYNC_PULSE + H_BACK_PORCH + COLOR_BAR_WIDTH))  
		begin
			case(state)
				running: begin
					red <= 4'b1111;
					green <= 4'b0000;
					blue <= 4'b0000; 
				end
				hit: begin
					red <= 4'b1111;
					green <= 4'b0000;
					blue <= 4'b0000; 
				end
				fail: begin
					red <= 4'b0000;
					green <= 4'b0000;
					blue <= 4'b0000; 
				end
				ending: begin
					red <= 4'b0000;
					green <= 4'b1111;
					blue <= 4'b0000; 
				end
				default: begin
					red <= 4'b1111;
					green <= 4'b1111;
					blue <= 4'b1111; 
				end
			endcase
		end
		else if(h_cnt < (H_SYNC_PULSE + H_BACK_PORCH + COLOR_BAR_WIDTH*2))  
		begin
			case(state)
				running: begin
					red <= 4'b0000;
					green <= 4'b1111;
					blue <= 4'b0000; 
				end
				hit: begin
					red <= 4'b1111;
					green <= 4'b0000;
					blue <= 4'b0000; 
				end
				fail: begin
					red <= 4'b1111;
					green <= 4'b1111;
					blue <= 4'b1111; 
				end
				ending: begin
					red <= 4'b0000;
					green <= 4'b1111;
					blue <= 4'b0000; 
				end
				default: begin
					red <= 4'b1111;
					green <= 4'b1111;
					blue <= 4'b1111; 
				end
			endcase
		end 
		else if(h_cnt < (H_SYNC_PULSE + H_BACK_PORCH + COLOR_BAR_WIDTH*3))  
		begin
			case(state)
				running: begin
					red <= 4'b0000;
					green <= 4'b0000;
					blue <= 4'b1111;
				end
				hit: begin
					red <= 4'b1111;
					green <= 4'b0000;
					blue <= 4'b0000; 
				end
				fail: begin
					red <= 4'b0000;
					green <= 4'b0000;
					blue <= 4'b0000; 
				end
				ending: begin
					red <= 4'b0000;
					green <= 4'b1111;
					blue <= 4'b0000; 
				end
				default: begin
					red <= 4'b1111;
					green <= 4'b1111;
					blue <= 4'b1111; 
				end
			endcase
		end
		else if(h_cnt < (H_SYNC_PULSE + H_BACK_PORCH + COLOR_BAR_WIDTH*4))  
		begin
			case(state)
				running: begin
					red <= 4'b1111;
					green <= 4'b1111;
					blue <= 4'b1111; 
				end
				hit: begin
					red <= 4'b1111;
					green <= 4'b0000;
					blue <= 4'b0000; 
				end
				fail: begin
					red <= 4'b1111;
					green <= 4'b1111;
					blue <= 4'b1111; 
				end
				ending: begin
					red <= 4'b0000;
					green <= 4'b1111;
					blue <= 4'b0000; 
				end
				default: begin
					red <= 4'b1111;
					green <= 4'b1111;
					blue <= 4'b1111; 
				end
			endcase
		end 
		else if(h_cnt < (H_SYNC_PULSE + H_BACK_PORCH + COLOR_BAR_WIDTH*5))  
		begin
			case(state)
				running: begin
					red <= 4'b0000;
					green <= 4'b0000;
					blue <= 4'b0000; 
				end
				hit: begin
					red <= 4'b1111;
					green <= 4'b0000;
					blue <= 4'b0000; 
				end
				fail: begin
					red <= 4'b0000;
					green <= 4'b0000;
					blue <= 4'b0000; 
				end
				ending: begin
					red <= 4'b0000;
					green <= 4'b1111;
					blue <= 4'b0000; 
				end
				default: begin
					red <= 4'b1111;
					green <= 4'b1111;
					blue <= 4'b1111; 
				end
			endcase
		end 
		else if(h_cnt < (H_SYNC_PULSE + H_BACK_PORCH + COLOR_BAR_WIDTH*6))  
		begin
			case(state)
				running: begin
					red <= 4'b1111;
					green <= 4'b1111;
					blue <= 4'b0000; 
				end
				hit: begin
					red <= 4'b1111;
					green <= 4'b0000;
					blue <= 4'b0000; 
				end
				fail: begin
					red <= 4'b1111;
					green <= 4'b1111;
					blue <= 4'b1111; 
				end
				ending: begin
					red <= 4'b0000;
					green <= 4'b1111;
					blue <= 4'b0000; 
				end
				default: begin
					red <= 4'b1111;
					green <= 4'b1111;
					blue <= 4'b1111; 
				end
			endcase
		end 
		else if(h_cnt < (H_SYNC_PULSE + H_BACK_PORCH + COLOR_BAR_WIDTH*7))  
		begin
			case(state)
				running: begin
					red <= 4'b1111;
					green <= 4'b0000;
					blue <= 4'b1111; 
				end
				hit: begin
					red <= 4'b1111;
					green <= 4'b0000;
					blue <= 4'b0000; 
				end
				fail: begin
					red <= 4'b0000;
					green <= 4'b0000;
					blue <= 4'b0000; 
				end
				ending: begin
					red <= 4'b0000;
					green <= 4'b1111;
					blue <= 4'b0000; 
				end
				default: begin
					red <= 4'b1111;
					green <= 4'b1111;
					blue <= 4'b1111; 
				end
			endcase
		end	
		else    	 
		begin
			case(state)
				running: begin
					red <= 4'b0000;
					green <= 4'b1111;
					blue <= 4'b1111; 
				end
				hit: begin
					red <= 4'b1111;
					green <= 4'b0000;
					blue <= 4'b0000; 
				end
				fail: begin
					red <= 4'b1111;
					green <= 4'b1111;
					blue <= 4'b1111; 
				end
				ending: begin
					red <= 4'b0000;
					green <= 4'b1111;
					blue <= 4'b0000; 
				end
				default: begin
					red <= 4'b1111;
					green <= 4'b1111;
					blue <= 4'b1111; 
				end
			endcase
		end       	            
	end
	else
	begin
		red <= 4'b0000;
		green <= 4'b0000;
		blue <= 4'b0000;
	end           
end
endmodule
```
**run.sh**
```bash
#!/bin/bash
# OpenROAD 26Q1-2900-gdf79404cd8, Yosys 0.63+post, stock flow scripts
make -C /OpenROAD-flow-scripts/flow DESIGN_CONFIG=/design/flow/config.mk WORK_HOME=/design/flow/orfs finish
```
**config.mk**
```make
export PLATFORM = sky130hd
export DESIGN_NAME = vga
export DESIGN_NICKNAME = vga
export VERILOG_FILES = /design/flow/design.v
export SDC_FILE = /design/flow/constraint.sdc
export NUM_CORES = 4
export LEC_CHECK = 1
export CORE_UTILIZATION = 30
```
**constraint.sdc**
```tcl
current_design vga

set clk_period 1.8
set clk_io_pct 0.2

create_clock -name clk0 -period $clk_period [get_ports {clock}]

set non_clock_inputs [all_inputs -no_clocks]
set_input_delay [expr $clk_period * $clk_io_pct] -clock clk0 $non_clock_inputs
set_output_delay [expr $clk_period * $clk_io_pct] -clock clk0 [all_outputs]
```
==> flow_metrics.tcl <==
# place-and-route summary
set metrics [dict create \
    run_status "complete, no violations" \
    fin_crit_ps 452 \
    grt_overflow_total 0 \
    dominantRegCellSynth "dfxtp_1" \
    adder_share_pct 6.93 \
    routedWlPerCell_microns 11.2 \
    io_pins 18 \
    core_area_sq_um 5640 \
    top_area_cell "dfxtp_1" \
    ys_cells 212 \
    logic_family "simple AND/OR/NAND/NOR gates" \
    slew_violations 0 \
    critPathMaxStageDelay_ps 300 \
    hold_buffers 0 \
    firstDrtPassIters 4 \
    area_leaders "dfxtp_1, ha_1, xor2_1, buf_4, nor2_1" \
    min_to "clk_25M$_DFF_P_" \
    synth_top_cell_by_count "dfxtp_1" \
    mux_area_share_pct 1.11 \
    synthSimpleGateAreaFrac_pct 26.1 \
    comb_area_sq_um 1050 \
    final_antenna_net_count 0 \
    hold_viol 0 \
    syn_avg_cell_area_sq_um 8.51 \
    ys_area_sq_um 1800 \
    flop_area_sq_um 561 \
    regToRegStartpoint "clk_25M$_DFF_P_" \
    crit_fanout 2 \
    gp_routability_congestion 0.839 \
    dpl.hpwl_mm 2.36 \
    cp_slowest_cell "dfxtp_1" \
    crit_arrival_ps 340 \
    edf_count 0 \
    hp-class "reg2reg" \
    unclocked_regs 27 \
    p_per_area_nw_per_um2 28.0 \
    routed_wl_mm 3.15 \
    antenna_found_initial 0 \
    synth_xor_xnor_area_share_pct 9.22 \
    crit_buf_inv 1 \
    path_delay_family "flip-flops" \
    setup_viol 0 \
    whs_path_depth 1 \
    rr_worst_depth 1 \
    die_width_microns 79.6 \
    cp-end-kind "flip-flop" \
    cp_data_required_time_ps 1690 \
    yosysTopAreaCellShare_pct 31.1 \
    rrSetupSlack_ps 1350 \
    fp_util_pct 32.0 \
    fin_skew_ps 0 \
    fin_tns_setup_ps 0 \
    vias_per_cell 5.12 \
    n_fill_cell 575 \
    grt_pass1_vias 1222 \
    grt_usage_pct 10.7 \
    fin_cells 282 \
    synth_warnings 1 \
    path_class "reg2reg" \
    min_from "clk_25M$_DFF_P_" \
    timing.rr.end "clk_25M$_DFF_P_" \
    drt_iter0_markers 123 \
    vdd_drop_max_v 0.0000964 \
    grt_max_degree 28 \
    period_used_pct 25.1 \
    rows 27 \
    die-height_microns 79.6 \
    untimed_endpoints 41 \
    grt_pass1_wl_mm 5.62 \
    postCtsSetupRepairBufs 0 \
    rsz0062_at_grt "false" \
    insertion_delay_ps 0 \
    antenna-diode-count 0 \
    ys_sh_aoi_pct 15.1 \
    clk_pin_slew_ps 0 \
    mappedNetlistArea_sq_um 1800 \
    warning_count 36 \
    dieArea_sq_um 6330 \
    cp_cell_sequence "inv_1" \
    place_inst 282 \
    synth_cells 212 \
    p_total_mw 0.0540 \
    postSynthSeqShare_pct 31.1 \
    numSynthFlops 28 \
    async_reset_ff_share_pct 0 \
    clock.fmax_mhz 2210 \
    netlist_top_cells_count "dfxtp_1, nor2_1, a21oi_1, nand2_1, xor2_1" \
    drive_above_1_share_pct 6.19 \
    vias 1443 \
    port_buffers 16 \
    p_leak_nw 0.755 \
    cts_resized 0 \
    drc_errors 0 \
    area_delta_synth_final_pct 6.73 \
    maxSlewHeadroom_pct 62.0 \
    tightest_slew_ps 569 \
    synth_cell_type_count 49 \
    max_cap_violations 0 \
    start_kind "flip-flop" \
]
-- cells by family after synthesis --
group	Yosys count
simple gates	85
compound gates	37
buf+inv	31
flops	28
xor+xnor	19
fa+ha+maj	10
mux	2
-- area by class of cell --
class,count,share of cell area (%)
sequential,28,29.1
inverter,10,1.95
timing repair buffer,19,9.49
multi-input combinational,153,54.8
tap,72,4.68
-- how the worst max path moves through the flow --
stage	start	to	slack, ps	cells past startpoint
CTS	clk_25M$_DFF_P_	clk_25M$_DFF_P_	1350	1
global route	clk_25M$_DFF_P_	clk_25M$_DFF_P_	1330	1
finish	clk_25M$_DFF_P_	clk_25M$_DFF_P_	1350	1
-- registers in the layout, indices dropped and copies added (netlist names) --
register  count
green         1
red           1
v_cnt        12
h_cnt        12
blue          1
clk_25M       1
-- routing by layer --
| layer | routed length [microns] | up-vias | GRT usage (%) |
|---|---|---|---|
| met2 | 1410 | 32 | 17.2 |
| met4 | 0 | 0 | 0 |
| met3 | 76 | 0 | 0 |
| met1 | 1670 | 665 | 17.4 |
| li1 | - | 746 | - |
| met5 | 0 | - | 0 |
-- where the power goes --
part	switching [mW]	total [mW]	internal, mW
Clock	0	0	0
Combinational	0.0167	0.0314	0.0147
Sequential	0	0.0226	0.0226
-- through the flow --
stage	hold slack [ps]	area [sq um]	setup WS [ps]	util, %
6_report	364	1930	1350	34.1
3_3_place_gp	363	1930	1350	34.1
2_1_floorplan	564	1800	992	-
3_5_place_dp	364	1930	1350	34.1
5_1_grt	378	1930	1330	34.1
4_1_cts	364	1930	1350	34.1
-- placed cells by master (no fill, tap or decap), types with 2 or more instances in the layout --
cell and instances:
nor2_1 19, nand4_1 4, nor2b_1 2, nand3b_1 2, clkdlybuf4s50_1 16, nand2_1 12, and3_2 2, nor3b_1 2
nand2b_1 2, o41ai_1 2, xnor2_1 8, or3_1 5, or4_1 2, nor3_1 8, a21oi_1 12, and3_1 3
o31ai_1 3, o211ai_1 2, and4_1 2, o21ai_0 4, inv_1 10, a211o_1 2, buf_4 3, or2_2 2
mux2i_1 2, a31oi_1 3, nand3_1 10, xor2_1 11, dfxtp_1 28, ha_1 10, nor4_1 3
Power and IR drop assume default switching activity.
