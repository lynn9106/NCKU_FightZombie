[/design/flow/design.v]
module state_vga(clock, reset, hit, end_flag, fail, result);
input clock, reset, hit, end_flag, fail;
output [1:0] result;
reg [1:0] result;
reg [31:0] debounce;
reg cool_down;
parameter running_S = 1, hit_S = 0, fail_S = 2, ending_S = 3;
always @(posedge clock or negedge reset) begin
	if(!reset) begin
		result <= ending_S;
	end
	else begin
		if(cool_down == 1) begin
			if(debounce < 32'd5000000) begin
				debounce <= debounce + 1'b1;
				cool_down <= 1;
			end
			else begin
				debounce <= 32'd0;
				cool_down <= 0;
			end
		end
		else begin
			if(end_flag == 1) begin
				result <= ending_S;
			end
			else if(hit == 1) begin
				result <= hit_S;
				cool_down <= 1;
			end
			else if(fail == 1) begin
				result <= fail_S;
				cool_down <= 1;
			end
			else begin
				result <= running_S;
			end
		end
	end
end
endmodule
[/design/flow/constraint.sdc]
current_design state_vga

set clk_period 3.9
set clk_io_pct 0.2

create_clock -name clk0 -period $clk_period [get_ports {clock}]

set non_clock_inputs [all_inputs -no_clocks]
set_input_delay [expr $clk_period * $clk_io_pct] -clock clk0 $non_clock_inputs
set_output_delay [expr $clk_period * $clk_io_pct] -clock clk0 [all_outputs]
[/design/flow/run.sh]
#!/bin/bash
# OpenROAD 26Q1-2900-gdf79404cd8, Yosys 0.63+post, stock flow scripts
make -C /OpenROAD-flow-scripts/flow DESIGN_CONFIG=/design/flow/config.mk WORK_HOME=/design/flow/orfs finish
[/design/flow/config.mk]
export PLATFORM = sky130hd
export DESIGN_NAME = state_vga
export DESIGN_NICKNAME = state_vga
export VERILOG_FILES = /design/flow/design.v
export SDC_FILE = /design/flow/constraint.sdc
export NUM_CORES = 4
export LEC_CHECK = 1
export CORE_AREA = 10 10 106 106
export DIE_AREA = 0 0 116 116
==> impl_table.tex <==
% Implementation results table
\begin{tabular}{lr}
\hline
Metric & Value \\
\hline
\multicolumn{2}{l}{\textbf{Synth}} \\
\quad Dominant cells by area after synthesis & sky130\_fd\_sc\_hd\_\_edfxtp\_1, sky130\_fd\_sc\_hd\_\_xnor2\_1, sky130\_fd\_sc\_hd\_\_nor2\_1 \\
\quad Avg Synthesized Cell Area & 11.5 um\^{}2 \\
\quad Number of warnings reported in the yosys synthesis log & 1 \\
\quad Post-synthesis chip area from yosys & 0.00181 mm\^{}2 \\
\quad Distinct lib cells used & 36 \\
\quad Sequential-to-total area share from yosys stat & 57.8\% \\
\quad Synth Area in XOR/XNOR & 6.79\% \\
\quad Cell type with the largest total area & sky130\_fd\_sc\_hd\_\_edfxtp\_1 \\
\quad Number of enable-type register cells in the synthesized netlist & 33 \\
\quad Post-synth regs & 35 \\
\quad Cell area after synthesis & 0.00181 mm\^{}2 \\
\quad Yosys stat cell total & 157 \\
\quad Post-Synth Simple-Gate Area & 23.1\% \\
\quad Adder and majority gate portion of the synthesized area & 0.693\% \\
\quad Multiplexer fraction of the synthesized cell area & 0\% \\
\quad AND-OR/OR-AND share of the synthesized area & 7.89\% \\
\quad Dominant register cell in the synthesized netlist & sky130\_fd\_sc\_hd\_\_edfxtp\_1 \\
\quad Dominant cell area share & 54.8\% \\
\quad Most used standard cells in the synthesized netlist & sky130\_fd\_sc\_hd\_\_edfxtp\_1, sky130\_fd\_sc\_hd\_\_nor2\_1, sky130\_fd\_sc\_hd\_\_xnor2\_1 \\
\quad Instance tally after logic synthesis & 157 \\
\quad Proportion of register bits with asynchronous set or reset after synthesis & 5.71\% \\
\quad Dominant kind of combinational cell & simple AND/OR/NAND/NOR gates \\
\quad Most common cell in the synthesized netlist & sky130\_fd\_sc\_hd\_\_edfxtp\_1 \\
\multicolumn{2}{l}{\textbf{Detailed routing}} \\
\quad \# DRC & 0 \\
\quad Wire length per cell & 10.4 um \\
\quad DRT Pass-1 Iters & 4 \\
\quad Via count & 1174 \\
\quad Total wire length after detailed routing & 2940 um \\
\quad Count of inserted antenna diode cells & 0 \\
\quad Remaining antenna violation count after routing & 0 \\
\quad Starting DRC count in detailed routing & 94 \\
\quad DR vias/cell & 4.15 \\
\multicolumn{2}{l}{\textbf{Clocking}} \\
\quad Count of H-tree levels built during CTS & 2 \\
\quad Setup fix buffers added after clock tree synthesis & 0 \\
\quad Post-cts hold-fix buffer tally & 0 \\
\quad CTS tree & done \\
\quad CTS Buf Count & 5 \\
\quad Later-pin clock latency in the skew report & 0.29 ns \\
\quad Number of clock sinks seen by CTS & 35 \\
\quad Gates resized, CTS repair & 0 \\
\quad Maximum root-to-sink buffer count & 2 \\
\quad Clk pin slew, worst setup/hold paths & 0.08 ns \\
\quad Master cell of the clock root buffer & sky130\_fd\_sc\_hd\_\_clkbuf\_8 \\
\multicolumn{2}{l}{\textbf{Timing}} \\
\quad Number of endpoints failing setup at the final stage & 0 \\
\quad Minimum clock period after layout & 2.46 ns \\
\quad Final setup skew & 0.0164 ns \\
\quad Count of final hold-check violations & 0 \\
\quad Final Max Slew Viols & 0 \\
\quad Headroom to the max-slew limit & 43.9\% \\
\quad Post-layout period usage of the worst path & 63.0\% \\
\quad Setup repair after global routing missed its margin & false \\
\quad Setup tns final & 0 ns \\
\quad Max Fclk & 407 MHz \\
\quad Worst-case setup margin in the final layout & 1.44 ns \\
\quad Slew @ Worst Pin & 0.842 ns \\
\multicolumn{2}{l}{\textbf{Global route}} \\
\quad All-layer global routing usage & 4.67\% \\
\quad Pin count of the biggest net entering global routing & 25 \\
\quad Overflow after GRT & 0 \\
\quad Initial antenna violation count & 0 \\
\quad Number of global-route vias before repair & 1127 \\
\quad Wire length of the first global-routing pass & 5180 um \\
\multicolumn{2}{l}{\textbf{Power}} \\
\quad Maximum resistive drop on vdd & 0.230 mV \\
\quad Cell area power density & 353 mW/mm\^{}2 \\
\quad Static leakage & 0.631 nW \\
\quad Final total power & 0.000739 W \\
\multicolumn{2}{l}{\textbf{Floorplanning}} \\
\quad Initial core utilization & 20.4\% \\
\quad Die footprint & 0.0135 mm\^{}2 \\
\quad Site Rows & 34 \\
\quad Die Span Y & 116 um \\
\quad Die outline width & 116 um \\
\quad Area of the core region & 0.00885 mm\^{}2 \\
\quad Number of placed I/O pins & 7 \\
\multicolumn{2}{l}{\textbf{Placed design}} \\
\quad Weighted congestion at the end of routability-driven global placement & 0.770 \\
\quad Area post-placement & 0.00200 mm\^{}2 \\
\quad HPWL after detailed placement & 2030 um \\
\quad Dpl ws & 1.41 ns \\
\quad IO buf count & 6 \\
\multicolumn{2}{l}{\textbf{Worst setup path}} \\
\quad Critical Path End Type & register \\
\quad Required arrival time at the worst endpoint & 3.89 ns \\
\quad Depth of the worst register-to-register path & 4 \\
\quad Largest fanout of any net on the critical path & 24 \\
\quad Worst reg-to-reg setup slack & 1.44 ns \\
\quad Endpoint of the worst-slack reg-to-reg timing path & debounce[4] \\
\quad Critical setup path kind & register to register \\
\quad Critical path data arrival time & 2.45 ns \\
\quad CP startpoint kind & register \\
\quad Launching point of the worst reg2reg path & debounce[21] \\
\multicolumn{2}{l}{\textbf{Finish}} \\
\quad Fraction of layout cells with a size suffix above 1 & 10.9\% \\
\quad Number of fill cells & 929 \\
\quad Syn-to-layout area delta & 15.9\% \\
\quad Area of all placed cells without fillers & 0.00209 mm\^{}2 \\
\multicolumn{2}{l}{\textbf{Hold path}} \\
\quad Destination of the worst hold path & result[0] \\
\quad Worst min path class & register to register \\
\quad Worst hold start & result[0] \\
\quad Hold depth & 2 \\
\multicolumn{2}{l}{\textbf{Job}} \\
\quad Reported max-cap violation count & 0 \\
\quad Number of warnings in the stage logs & 25 \\
\multicolumn{2}{l}{\textbf{Outcome}} \\
\quad Result of the run & finished clean \\
\hline
\end{tabular}
==> flip-flops by register name, indices dropped and copies added, names as in the netlist <==
register and count:
debounce 32, result 2, cool_down 1
==> final cells by class <==
class	count	area [um^2]	share of cell area, %
multi-input cells	118	729	34.8
flip-flops and latches	35	1040	49.9
clock inverters	1	5.00	0.239
well taps	108	135	6.46
clock buffers	7	86.3	4.12
repair buffers	7	67.6	3.23
inverters	7	26.3	1.26
==> kinds of logic (layout without fill, tap and decap cells) <==
kind of cell               count (synthesis)  in the layout
xor gates and xnor gates                  14             14
AOI/OAI and AO/OA                         22             22
DFF                                       35             35
other                                      1              9
and+or+nand+nor                           72             72
adders and majority gates                  1              1
buffers and inverters                     12             22
==> worst max path at each step <==
stage                start            to  slack (ns)  cells after the start
CTS           debounce[21]   debounce[3]        1.38                      4
global route  debounce[21]  debounce[20]        1.18                      4
finish        debounce[21]   debounce[4]        1.44                      4
==> layer usage <==
| metal | wire [um] | share of wire [%] | track usage, % | vias to the layer above |
|---|---|---|---|---|
| li1 | - | - | - | 611 |
| met1 | 1540 | 52 | 7.31 | 537 |
| met2 | 1260 | 43 | 6.41 | 22 |
| met3 | 124 | 4.2 | 1.41 | 4 |
| met4 | 19 | 0.65 | 0.584 | 0 |
| met5 | 0 | 0 | 0 | - |
==> power by group <==
group          total [W]  leakage, nW  switching [W]  internal (W)
clock           0.000266       0.0482       0.000124      0.000142
sequential      0.000440        0.337      0.0000133      0.000426
combinational  0.0000331        0.246      0.0000169     0.0000162
==> worst max-delay path, cell delays in order (launching register included) <==
cell and delay [ns]:
sky130_fd_sc_hd__edfxtp_1 0.45, sky130_fd_sc_hd__or4_1 0.51, sky130_fd_sc_hd__a2111oi_0 0.35, sky130_fd_sc_hd__or3_1 0.74, sky130_fd_sc_hd__nor2_1 0.11
==> placed cells by master (no fill, tap or decap), types with 7 or more instances in the layout <==
cell,instances
sky130_fd_sc_hd__a21oi_1,8
sky130_fd_sc_hd__xnor2_1,11
sky130_fd_sc_hd__edfxtp_1,33
sky130_fd_sc_hd__conb_1,9
sky130_fd_sc_hd__nand2_1,8
sky130_fd_sc_hd__inv_1,7
sky130_fd_sc_hd__nor2_1,24
==> through the flow <==
step | hold WS (ns) | cells | utilization [%]
5_1_grt | 0.514 | 283 | 23.7
6_report | 0.467 | 283 | 23.7
3_3_place_gp | 0.457 | 275 | 22.6
2_1_floorplan | 0.437 | 165 | -
4_1_cts | 0.468 | 283 | 23.7
3_5_place_dp | 0.455 | 275 | 22.6
Power figures rest on the tool's default switching activity, not on a simulated workload.
